File: flow/design.v
module reg_imm_mux(
    input [31:0]      imm_data,
    input [31:0]      reg_data,
    input             sel,
    output reg [31:0] data
    );
    always@(*)
    begin
       if (sel==1'b0)
         data= reg_data;
       else
         data= imm_data;
    end
endmodule
File: flow/run.sh
#!/bin/bash
# OpenROAD 26Q1-2900-gdf79404cd8, Yosys 0.63+post, stock flow scripts
make -C /OpenROAD-flow-scripts/flow DESIGN_CONFIG=/design/flow/config.mk WORK_HOME=/design/flow/orfs finish
File: flow/config.mk
export PLATFORM = sky130hd
export DESIGN_NAME = reg_imm_mux
export DESIGN_NICKNAME = reg_imm_mux
export VERILOG_FILES = /design/flow/design.v
export SDC_FILE = /design/flow/constraint.sdc
export NUM_CORES = 4
export LEC_CHECK = 1
export CORE_AREA = 10 10 71 71
export DIE_AREA = 0 0 81 81
File: flow/constraint.sdc
current_design reg_imm_mux

set clk_period 1.0
set clk_io_pct 0.2

create_clock -name clk0 -period $clk_period

set non_clock_inputs [all_inputs -no_clocks]
set_input_delay [expr $clk_period * $clk_io_pct] -clock clk0 $non_clock_inputs
set_output_delay [expr $clk_period * $clk_io_pct] -clock clk0 [all_outputs]
==> run_results.csv <==
group,metric,value,unit
outcome,outcome,"complete, but fails checks",
outcome,violations,"setup timing",
final_timing,slew_headroom,94.4,%
finish,final_area,0.00157,mm²
final_timing,min_period,1.09,ns
floorplanning,die-area,0.00656,mm²
routing,drt-total-wl,2960,µm
worst_setup_path,cp.required,0.80,ns
final_timing,hold_violations,0,
cts,ctsHoldBuffers,0,
routing,drtIter0Drc,4,
placement,io_buffers,97,
global_route,met2_usage,13.9,%
logic_synthesis,synth_seq_share,0,%
routing,viasPerCell,3.84,
worst_setup_path,crit_chain,"buf_12 > clkbuf_16 > mux2_4 > buf_6",
routing,drtPass1Iterations,2,
placement,place_area,0.00153,mm²
global_route,grt-ovfl-total,0,
floorplanning,initial_utilization,15.0,%
finish,area_growth,188,%
routing,vias,702,
job,warnings,34,
logic_synthesis,syn_area,544,µm²
logic_synthesis,largest_area_cell,"mux2_4",
logic_synthesis,top_area_share,82.8,%
global_route,grtUsageMet3,2.67,%
power_and_ir_drop,peakVddDrop,0.147,mV
final_timing,drv_slew,0,
global_route,top_usage_layer,"met2",
worst_setup_path,path_class,"input pin to output port",
final_timing,max_freq,914,MHz
logic_synthesis,most_common_cell,"mux2_4",
worst_setup_path,critPathMaxFanout,6,
final_timing,setup_viol,32,
final_timing,rsz0062_at_grt,"true",
floorplanning,rows,22,
global_route,use_met1,9.22,%
worst_setup_path,cpPeakStageDelay,0.29,ns
logic_synthesis,synth_chip_area,544,µm²
worst_setup_path,cp.arrival,0.89,ns
routing,antenna_left,0,
power_and_ir_drop,p_leak,0.849,nW
logic_synthesis,ys_types,4,
cts,post_cts_buffers,0,
placement,dp.cells,180,
final_timing,period_used_share,109,%
job,drv_cap,0,
logic_synthesis,synthTopCellsByCount,"30 x mux2_4, 3 x buf_12, 2 x mux2_2",
power_and_ir_drop,power_density,397,mW/mm²
finish,logic_area,480,µm²
worst_setup_path,start_kind,"input pin",
floorplanning,core,0.00363,mm²
worst_setup_path,critPathSlowestCell,"mux2_4",
hold_path,min_path_type,"input pin to output port",
finish,nFlopsAndLatches,0,
logic_synthesis,yosys_cells,36,
final_timing,fin_ws,-0.0940,ns
final_timing,tns,-2.42,ns
floorplanning,die_x,81,µm
global_route,grt_pass1_wl,4000,µm
floorplanning,io_pins,97,
finish,stdcell_count,183,
worst_setup_path,cp-end-kind,"output port",
routing,diodes,0,
logic_synthesis,postSynthAreaPerCell,15.1,µm²
placement,dpl.hpwl,2530,µm
logic_synthesis,synthCells,36,
global_route,first_global_vias,729,
global_route,grt_usage,7.72,%
floorplanning,fp.dieH,81,µm
logic_synthesis,ys_warn_count,1,
global_route,grt_max_degree,11,
finish,clkbuf_count,0,
routing,drc,0,
final_timing,max_slew.worst_pin.slew,0.0843,ns
routing,routedWlPerCell,16.2,µm
finish,regArea,0,µm²
logic_synthesis,top_cells_by_area,"mux2_4 83%, buf_12 11%, mux2_2 4.1%",
finish,drive_above_1_share,52.6,%
placement,gp_congestion,0.817,
global_route,antenna_found_initial,0,
finish,fill_cells,379,
## metrics by stage
| stage | hold WS, ns | power, mW | utilization (%) | worst slack, ns |
|---|---|---|---|---|
| 2_1_floorplan | 0.498 | 0.206 | - | 0.0669 |
| 3_3_place_gp | 1.25 | 0.653 | 42.2 | -0.507 |
| 3_5_place_dp | 1.25 | 0.656 | 42.2 | -0.510 |
| 4_1_cts | 0.799 | 0.598 | 41.4 | -0.0931 |
| 5_1_grt | 0.811 | 0.664 | 43.1 | -0.107 |
| 6_report | 0.794 | 0.621 | 43.1 | -0.0940 |
## power by group
part           total, mW  leakage [nW]  internal (mW)  switching (mW)
Clock                  0             0              0               0
Sequential             0             0              0               0
Combinational      0.621         0.849          0.480           0.140
Total              0.621         0.849          0.480           0.140
## worst max-delay path: cells and delay by family
family	cells	cell delay (ns)
multiplexers	1	0.29
buffers and inverters	3	0.40
## path summary, 6_finish.rpt
check | startpoint | end | slack, ns | cells after the start
hold / removal | reg_data[20] | data[20] | 0.79 | 3
setup / recovery | sel | data[5] | -0.09 | 4
## kinds of logic after synthesis
logic type / synth area share, %
buf+inv: 13.1
mux: 86.9
## routing by layer
| layer | vias up | part of all wire [%] |
|---|---|---|
| met1 | 316 | 39 |
| met2 | 50 | 51 |
| met3 | 0 | 10 |
| met5 | - | 0 |
| li1 | 336 | - |
| met4 | 0 | 0 |
## repair_timing
item                                    in CTS  in global routing
resized                                    192                  6
gates cloned                                 2                  1
pin swaps                                    0                  0
endpoints found under the setup margin      32                 32
## cells in the final DEF (no fill, tap or decap)
cell and count:
dlygate4sd2_1 64, clkbuf_16 1, buf_6 25, buf_16 2, buf_4 1, buf_12 3
mux2_4 32, buf_2 7
## final cells by class
class / count / area share (%)
Timing Repair Buffer: 103 / 65.5
Multi-Input combinational cell: 32 / 30.7
Tap cell: 48 / 3.84
Power figures rest on the tool's default switching activity, not on a simulated workload.
