**flow/config.mk**
```make
export PLATFORM = sky130hd
export DESIGN_NAME = reg_file
export DESIGN_NICKNAME = reg_file
export VERILOG_FILES = /design/flow/design.v
export SDC_FILE = /design/flow/constraint.sdc
export NUM_CORES = 4
export LEC_CHECK = 1
export CORE_UTILIZATION = 30
```
**flow/constraint.sdc**
```tcl
current_design reg_file

set clk_period 20.1
set clk_io_pct 0.2

create_clock -name clk0 -period $clk_period [get_ports {clk}]

set non_clock_inputs [all_inputs -no_clocks]
set_input_delay [expr $clk_period * $clk_io_pct] -clock clk0 $non_clock_inputs
set_output_delay [expr $clk_period * $clk_io_pct] -clock clk0 [all_outputs]
```
**flow/design.v**
```verilog
module reg_file(
    input             clk,
    input             rst,
    input [31:0]      instruction,
    input [31:0]      wr_data,
    input             wren,
    output reg [31:0] rd_data1, rd_data2
    );
    reg [31:0] register [31:0];
    wire [4:0] addr1, addr2, addr_w;
    assign addr1= instruction[19:15];
    assign addr2= instruction[24:20];
    assign addr_w= instruction[11:7];
    always@(posedge clk, negedge rst)
    begin
       if (!rst) begin
         register[0]<=16'd0;
         register[2]<=16'd0;
         register[4]<=16'd0;
         register[5]<=16'd0;
         register[6]<=16'd0;
         register[7]<=16'd0;
         register[8]<=16'd0;
         register[9]<=16'd0;
         register[10]<=16'd0;
         register[11]<=16'd0;
         register[12]<=16'd0;
         register[13]<=16'd0;
         register[14]<=16'd0;
         register[15]<=16'd0;
         register[16]<=16'd0;
         register[17]<=16'd0;
         register[18]<=16'd0;
         register[19]<=16'd0;
         register[20]<=16'd0;
         register[21]<=16'd0;
         register[22]<=16'd0;
         register[23]<=16'd0;
         register[24]<=16'd0;
         register[25]<=16'd0;
         register[26]<=16'd0;
         register[27]<=16'd0;
         register[28]<=16'd0;
         register[29]<=16'd0;
         register[30]<=16'd0;
         register[31]<=16'd0;
         end
     else
         if(wren==1'b1)
           register[addr_w]<=wr_data;
    end
    always@(*)
    begin
         rd_data1= register[addr1];
         rd_data2= register[addr2];
    end
endmodule
```
**flow/run.sh**
```bash
#!/bin/bash
# OpenROAD 26Q1-2900-gdf79404cd8, Yosys 0.63+post, stock flow scripts
make -C /OpenROAD-flow-scripts/flow DESIGN_CONFIG=/design/flow/config.mk WORK_HOME=/design/flow/orfs finish
```
==> flow_summary_export.csv <==
group,metric,value,unit
global_route,antenna_found_initial,23,
clock_tree,clkTransAtPathRegs,60,ps
run,warnings,43,
logic_synthesis,syn_area,51000,sq um
place,post-place-ws,7370,ps
final_timing,rsz0062_at_grt,"no",
logic_synthesis,ys.flop_type,"dfrtp_1",
finish,regMostFlops,"register",
drt,drc,0,
logic_synthesis,async_flop_share,93.8,%
logic_synthesis,ys_top_cells_by_count,"mux2_2 (974), dfrtp_1 (960), a22oi_1 (793), nand2_1 (243), clkbuf_1 (206)",
clock_tree,clkLatencyLatePin,740,ps
logic_synthesis,synth_top_area_share,47.1,%
logic_synthesis,top_cell,"mux2_2",
final_timing,max_clock_freq,77.0,MHz
critical_path,worstSetupPathType,"in2out",
critical_path,endpoint_kind,"primary output",
final_timing,drv_slew,0,
place,placed_area,55400,sq um
finish,reg_top3,"register x1024",
clock_tree,cts_buffers,111,
logic_synthesis,top_cells_by_area,"dfrtp_1 (47%), mux2_2 (22%), a22oi_1 (12%)",
floorplanning,die_y,414,um
critical_path,cp-start-kind,"input pin",
floorplanning,fp_util,30.3,%
logic_synthesis,yosys_warnings,2,
critical_path,cp_max_fo,33,
finish,n_fill_cell,16080,
floorplanning,io-pin-count,131,
worst_hold_path,hold_start,"register[17][30]$_DFFE_PN0P_",
run,maxCapViolCount,0,
drt,ant_nets,0,
clock_tree,h-tree-depth,3,
critical_path,worst_ep_required_time,16080,ps
logic_synthesis,synthCells,4335,
place,dpl.hpwl,158,mm
critical_path,reg2regPathDepth,1,
logic_synthesis,top_area_cell,"dfrtp_1",
critical_path,timing.rr.end,"register[30][14]$_DFFE_PN0P_",
drt,vias,45544,
critical_path,r2r_setup_slack,19070,ps
global_route,grt_pass1_wl,367,mm
final_timing,worst_pin_slew,1100,ps
global_route,grt_max_degree,83,
logic_synthesis,edf_count,64,
place,place_congestion,1.04,
finish,largest_reg_flops,1024,
finish,stdcell_area,59400,sq um
power_and_ir_drop,p_per_area,98.7,nW/um^2
critical_path,r2r_start,"register[30][14]$_DFFE_PN0P_",
floorplanning,chip_area,172000,sq um
final_timing,relSlewSlack,26.5,%
logic_synthesis,ys_seq_share,50.9,%
floorplanning,die_x,414,um
clock_tree,cts_setup_buffers,0,
place,io_buffers,113,
outcome,status,"completed",
clock_tree,cts_buffer_depth,3,
logic_synthesis,syn_area_per_cell,11.8,sq um
final_timing,tns,0,ps
final_timing,setup_viol,0,
drt,via_per_inst,6.78,
worst_hold_path,whs_endpoint,"register[17][30]$_DFFE_PN0P_",
final_timing,fin_ws,7110,ps
worst_hold_path,min_path_cells,1,
final_timing,final_hold_viol_count,0,
finish,drive_gt1_share,34.1,%
floorplanning,core_area,168000,sq um
drt,drt_iter0_markers,6244,
clock_tree,root_buffer,"clkbuf_16",
drt,wl_per_cell,40.0,um
logic_synthesis,synth_cell_type_count,63,
logic_synthesis,yosys_area,51000,sq um
critical_path,arrival,8970,ps
clock_tree,cts_tree,"yes",
global_route,grt_usage,31.8,%
drt,dr.pass1.iters,7,
finish,area_delta_synth_final,16.6,%
global_route,grt_overflow_total,0,
drt,drt_wl_total,269,mm
final_timing,skew,0,ps
power_and_ir_drop,ir_drop,0.0000799,V
global_route,grt_pass1_vias,43959,
final_timing,holdWs,533,ps
final_timing,fin_crit_sh,64.6,%
final_timing,fin_crit,12990,ps
clock_tree,cts_sinks,1024,
worst_hold_path,holdCritPathClass,"reg2reg",
floorplanning,num_rows,150,
power_and_ir_drop,p_leak,25.0,nW
finish,final_util,35.4,%
logic_synthesis,ys.flops,1024,
clock_tree,cts_resized,0,
clock_tree,ctsHoldBuffers,0,
logic_synthesis,ys_cells,4335,
final cells by class:
| class | instances | area [sq um] | area share (%) |
|---|---|---|---|
| Sequential cell | 1024 | 25900 | 43.6 |
| Multi-Input combinational cell | 2884 | 23800 | 40.0 |
| Clock inverter | 61 | 790 | 1.33 |
| Tap cell | 2204 | 2760 | 4.64 |
| Timing Repair Buffer | 355 | 2910 | 4.90 |
| Inverter | 6 | 22.5 | 0.0379 |
| Clock buffer | 151 | 3180 | 5.35 |
| Antenna cell | 28 | 70.1 | 0.118 |
cells in the final DEF, fill, tap and decap left out, types with 10 or more instances in the layout:
master	netlist	layout
a2111oi_0	12	12
a21oi_1	92	92
a221oi_1	17	17
a222oi_1	24	24
a22o_1	24	24
a22oi_1	793	793
a31oi_1	18	18
a32oi_1	19	19
buf_4	12	243
bufinv_16	0	16
clkbuf_1	206	16
clkbuf_16	0	112
clkbuf_8	0	23
clkdlybuf4s50_1	0	103
clkinv_2	0	30
dfrtp_1	960	960
diode_2	0	28
edfxtp_1	64	64
mux2_2	974	974
mux2i_1	37	37
nand2_1	243	233
nand2_2	0	10
nand2b_1	15	15
nand3_1	50	50
nand3b_1	12	12
nand4_1	104	104
nor2_1	176	111
nor2_4	0	74
nor2b_1	20	19
nor3_1	83	80
nor4_1	23	22
o21ai_0	34	34
logic make-up (layout without fill, tap and decap cells):
logic type             Yosys count  count (layout)  share of synthesized area, %
AOI/OAI and AO/OA             1085            1085                          15.7
DFF                           1024            1024                          50.9
muxes                         1014            1014                          22.3
and+or+nand+nor                785             785                          7.41
buffers and inverters          427             573                          3.62
other                            0              28                             0
per-stage QoR:
stage          total power [mW]  instances
2_1_floorplan              3.19       4335
3_3_place_gp               3.61       6473
3_5_place_dp               3.63       6473
4_1_cts                    5.83       6685
5_1_grt                    6.03       6686
6_report                   5.87       6713
power breakdown:
group	switching (mW)	internal (mW)	leakage, nW
Combinational	0.411	0.423	10.2
Sequential	0.346	2.46	12.9
Clock	0.916	1.32	1.97
worst max path at each step:
stage / from / to / cells after the start
after CTS: instruction[22] / rd_data2[22] / 11
after global routing: instruction[22] / rd_data2[22] / 11
final: instruction[22] / rd_data2[20] / 11
per-layer routing:
metal	up-vias	share of wire (%)	routed length, um	global-route usage [%]
met3	1527	19	50700	24.1
li1	16816	-	-	-
met5	-	0.13	337	2.14
met1	22717	33	88500	36.1
met2	4456	39	105000	41.9
met4	28	9.0	24100	19.2
critical path: stages:
cell and delay, ps:
buf_2 560, buf_4 650, nand3_1 550, buf_4 380
nor2_4 750, buf_4 580, a22oi_1 120, nand2_1 110
a2111oi_0 80, a21oi_1 510, clkdlybuf4s50_1 590
Power is estimated from default activity; no workload was simulated.
