[constraint.sdc]
current_design control_unit

set clk_period 1.2
set clk_io_pct 0.2

create_clock -name clk0 -period $clk_period

set non_clock_inputs [all_inputs -no_clocks]
set_input_delay [expr $clk_period * $clk_io_pct] -clock clk0 $non_clock_inputs
set_output_delay [expr $clk_period * $clk_io_pct] -clock clk0 [all_outputs]
[design.v]
module ALU_decoder(
input      [2:0] ALU_ass,
input      [2:0] funct3,
input            funct7,
output reg [3:0] ALU_control,
output reg [3:0] branch  
);
always@ (*)
begin
branch= 4'b0000;
casex(ALU_ass)
3'b000:begin  
          ALU_control=4'b0000;
       end
3'b001:begin  
          case(funct3)
              3'b000:ALU_control= 4'b0000;
              3'b001:ALU_control= 4'b0010;
              3'b010:ALU_control= 4'b0011;
              3'b100:ALU_control= 4'b0101;
              3'b101:begin
                        if (funct7)
                           ALU_control= 4'b0111;
                        else
                           ALU_control= 4'b0110;
                     end
              3'b110:ALU_control= 4'b1000;
              3'b111:ALU_control= 4'b1001;
           endcase
       end
3'b010:begin  
          ALU_control= 4'b0000;
       end
3'b011:begin  
          case(funct3)
              3'b000:
                begin
                    if (funct7)
                       ALU_control= 4'b0001;
                    else
                       ALU_control= 4'b0000;
                 end
              3'b001:ALU_control= 4'b0010;
              3'b010:ALU_control= 4'b0011;
              3'b100:ALU_control= 4'b0101;
              3'b101:
                begin
                   if (funct7)
                       ALU_control= 4'b0111;
                   else
                       ALU_control= 4'b0110;
                end
              3'b110:ALU_control= 4'b1000;
              3'b111:ALU_control= 4'b1001;
           endcase
       end
3'b100:begin  
          case(funct3)
               3'b000:begin 
                        ALU_control= 4'b0001;  
                        branch[0]=1'b1;
                     end
               3'b000:begin 
                        ALU_control= 4'b0001;  
                        branch[1]=1'b1;
                     end
              3'b0011:begin 
                        ALU_control= 4'b0001;  
                        branch[2]=1'b1;
                     end
              3'b0011:begin 
                        ALU_control= 4'b0001;  
                        branch[3]=1'b1;
                     end
       endcase           
       end
3'b101:begin 
          ALU_control= 4'bxxxx;
       end
default: ALU_control= 4'b0000;
endcase
end
endmodule
module control_unit (
input  [6:0] op_code,
input  [2:0] funct3,
input        funct7_5,
input  [3:0] alu_flag,
output [1:0] result_control, imm_ext_control,
output       jumping,
output [3:0] branching,
output       mem_write_control, reg_write_control,  ALU_mux_control,
output [3:0] ALU_control
);
wire [2:0] ALU_assistant;
main_decoder MD(
.op_code(op_code),
.ALU_out(alu_flag),
.imm_ext_control(imm_ext_control),
.ALU_data_control(ALU_mux_control),  
.mem_write_control(mem_write_control),
.reg_write_control(reg_write_control),
.ALU_assistant(ALU_assistant),                                        
.jump(jumping),
.result_control(result_control)
);
ALU_decoder ALUD(
.ALU_ass(ALU_assistant),
.funct3(funct3),
.funct7(funct7_5),
.branch(branching),
.ALU_control(ALU_control)
);
endmodule
module main_decoder(
input      [6:0] op_code,
input      [3:0] ALU_out,
output reg [1:0] imm_ext_control,
output reg       ALU_data_control, mem_write_control, reg_write_control,
output reg [2:0] ALU_assistant,
output reg jump,
output reg [1:0] result_control
);
always @(*)
begin
casex (op_code)
7'b000_0011:begin  
               imm_ext_control= 2'b00;
               ALU_data_control= 1'b1;
               mem_write_control= 1'b0;
               reg_write_control= 1'b1;
               ALU_assistant= 3'b000;
               jump=1'b0;
               result_control= 2'b01;
            end
7'b001_0011:begin  
               imm_ext_control= 2'b00;
               ALU_data_control= 1'b1;
               mem_write_control= 1'b0;
               reg_write_control= 1'b1;
               ALU_assistant= 3'b001;
               jump=1'b0;  
               result_control= 2'b00;
            end
7'b010_0011:begin  
               imm_ext_control= 2'b01;
               ALU_data_control= 1'b1;
               mem_write_control= 1'b1;
               reg_write_control= 1'b0;
               ALU_assistant= 3'b010;
               jump=1'b0;  
               result_control= 2'bxx;
            end
7'b011_0011:begin  
               imm_ext_control= 2'bxx;
               ALU_data_control= 1'b0;
               mem_write_control= 1'b0;
               reg_write_control= 1'b1;
               ALU_assistant= 3'b011;
               jump=1'b0;  
               result_control= 2'b00;
            end
7'b110_0011:begin  
               imm_ext_control= 2'b10;
               ALU_data_control= 1'b0;
               mem_write_control= 1'b0;
               reg_write_control= 1'b0;
               ALU_assistant= 3'b100;
               jump=1'b0;  
               result_control= 2'bxx;
            end
7'b110_1111:begin  
               imm_ext_control= 2'b11;
               ALU_data_control= 1'bx;
               mem_write_control= 1'b0;
               reg_write_control= 1'b1;
               ALU_assistant= 3'b101;
               jump=1'b1;  
               result_control= 2'b10;
            end
default:begin
               imm_ext_control= 2'b00;
               ALU_data_control= 1'b0;
               mem_write_control= 1'b0;
               reg_write_control= 1'b0;
               ALU_assistant= 3'b000;
               jump=1'b0;  
               result_control= 2'b00;
        end
endcase
end
endmodule
[run.sh]
#!/bin/bash
# OpenROAD 26Q1-2900-gdf79404cd8, Yosys 0.63+post, stock flow scripts
make -C /OpenROAD-flow-scripts/flow DESIGN_CONFIG=/design/flow/config.mk WORK_HOME=/design/flow/orfs finish
[config.mk]
export PLATFORM = sky130hd
export DESIGN_NAME = control_unit
export DESIGN_NICKNAME = control_unit
export VERILOG_FILES = /design/flow/design.v
export SDC_FILE = /design/flow/constraint.sdc
export NUM_CORES = 4
export LEC_CHECK = 1
export CORE_AREA = 10 10 70 70
export DIE_AREA = 0 0 80 80
==> out/metrics.cfg <==
[floorplanning]
die_h_um=80
ios=31
fp_util=0.1059
chip_area_mm2=0.006400
die_x_um=80
row_count=21
coreArea_mm2=0.003416

[place]
hpwl_um=1171
placed_cell_area_um2=748.2
place_ws_ns=-0.8741
gp_congestion=0.7417
io_buffers=25

[final_layout]
synthToLayoutAreaGrowth_pct=150.9
lay_top_count=buf_4
fillers=358
layout-drive-gt1-share=0.6429
largest_reg_flops=4
final_util=0.2656
mostFrequentLayoutCells=buf_4, buf_6, buf_2, clkdlybuf4s50_1
finalInstanceArea_um2=907.1

[logic_synthesis]
avgSynthCellArea_um2=7.380
syn_inst=49
ys_types=26
synthArstFlopShare=0
synth.cell_area_um2=361.6
ys_area_um2=361.6
ys_ff=4
ys_cells=49
flop_cell=dlxtn_1
yosys_warnings=2
edf_count=0

[detailed_routing]
drt_first_pass_iters=4
wl_per_cell_um=11.19
routed_wl_um=1612
antenna_cells=0
via_count=547
met2_length_um=911
drt-met1-wl_um=608
wl_met3_um=92
top_layer_used=met3
via_per_inst=3.799
initialDrtViolationCount=12
drcViolationCount=0
postRouteAntennaNets=0

[power_and_ir_drop]
power_frac_clock=0
power_density_mw_per_mm2=206.7
cellLeakagePower_nw=0.4219
p_int_uw=104.1
swShare=0.4446
p_seq_frac=0.004
power_switching_uw=83.37
power_frac_comb=0.996
irDropWorstVdd_uv=56.19

[sta]
fin_setup_tns_ns=-0.9952
drv_slew=0
setup_slack_ns=-0.1983
unclocked_regs=4
period_needed_ns=1.398
fmax_mhz=715.2
unconstrained_endpoints=8
final_hold_viol_count=0
period_used_share=1.165
setup_viol=8
rsz0062_at_grt=yes

[global_routing]
gr-usage-all-layers=0.04533
grt_first_pass_wirelength_um=2477
grt_max_degree=8
antenna_found_initial=0
grt-ovfl-total=0
grt_pass1_vias=556

[worst_setup_path]
worst-setup-path-type=in2out
critPathRequiredTime_ns=0.96
crit_path_start_kind=input port
crit_arrival_ns=1.16
cp_max_fo=4
end_kind=primary output

[run_status]
violations=negative setup slack
status=finished with violations

[run]
drv_cap=0
tool_warnings=38

[hold_path]
hold_class=in2out

[clock_tree]
hold_buffers=0

## synthesized netlist by cell type (2+ instances only)
library cell,number,area share
nor2_1,4,0.042
buf_4,4,0.083
nor2b_1,2,0.035
nand3_1,2,0.028
nor3_1,5,0.069
inv_1,2,0.021
dlxtn_1,4,0.17
a21oi_1,4,0.055
nand2_1,5,0.052
## routing by layer
layer / up-vias / track usage
met1: 262 / 0.05430
met2: 14 / 0.08748
met3: 0 / 0.005682
met4: 0 / 0
li1: 271 / -
met5: - / 0
## layout make-up
| cell class | instances | area, um^2 | area share |
|---|---|---|---|
| Sequential cell | 4 | 60.06 | 0.06621 |
| Tap cell | 46 | 57.56 | 0.06345 |
| Inverter | 2 | 7.507 | 0.008276 |
| Timing Repair Buffer | 52 | 429.2 | 0.4731 |
| Multi-Input combinational cell | 40 | 352.8 | 0.3890 |
## kinds of logic after synthesis
kind of cell              Yosys count  synth area share
AOI/OAI and AO/OA                   9            0.1903
other                               1           0.01037
xor gates and xnor gates            1           0.02423
latches                             4            0.1661
and+or+nand+nor                    28            0.5052
buffers and inverters               6            0.1038
## through the flow
stage / std cells / power (mW) / hold WS [ns]
6_report: 144 / 0.1875 / 0.8226
5_1_grt: 144 / 0.1997 / 0.8434
4_1_cts: 142 / 0.1743 / 0.8156
3_5_place_dp: 131 / 0.1421 / 1.463
3_3_place_gp: 131 / 0.1403 / 1.463
2_1_floorplan: 50 / 0.04708 / 0.4959
## path summary, 6_finish.rpt
| path | startpoint | endpoint | slack [ns] | depth (start not counted) |
|---|---|---|---|---|
| setup / recovery | op_code[3] | ALU_mux_control | -0.20 | 7 |
| hold / removal | op_code[5] | result_control[0] | 0.82 | 4 |
## what timing repair did
action	4_1_cts	5_1_grt
endpoints found under the hold margin	0	0
setup buffers	11	2
cloned	0	0
pin swaps	15	9
resized	88	5
setup endpoints to repair	10	10
## power by group through the flow
stage / registers (mW) / logic, mW / clock network, mW
finish: 0.000754 / 0.187 / 0
global route: 0.000755 / 0.199 / 0
CTS: 0.000754 / 0.174 / 0
## critical path: stages
cell,delay (ns)
buf_6,0.09
buf_6,0.12
nor3_4,0.22
nand3_2,0.13
buf_4,0.15
a21oi_2,0.10
buf_2,0.11
Power is estimated from default activity; no workload was simulated.
